**./design.v**
```verilog
module MIPS(clk,Reset,ALUResult);
input clk,Reset;
output wire [31:0]ALUResult;
wire [31:0]currentPC;
wire [31:0]nextPC;
wire [31:0]Instruction;
wire [31:0]SignExtendedOffset;
wire [31:0]ReadData1,ReadData2;
wire [31:0]ALUIn2;
wire [31:0]WriteDataReg;
wire [4:0]WriteRegAdr;
wire RegDst,ALUSrc,MemtoReg,RegWrite,MemRead,MemWrite,BrEq,BrNeq,Jump;
wire [1:0]ALUOp;
wire [3:0]ALUConInput;
wire ZeroALU;
wire [31:0]MemReadData;
Instr_Mem MyInstr_Mem(.PC (currentPC),.Instruction (Instruction));
MainControl MyMainControl(.Op (Instruction[31:26]), .RegDst (RegDst), .ALUSrc (ALUSrc), .MemtoReg (MemtoReg), .RegWrite (RegWrite), .MemRead (MemRead), .MemWrite (MemWrite), .BrEq (BrEq), .BrNeq (BrNeq), .ALUOp (ALUOp), .Jump (Jump));
MUX2to1_5bit MyMUX2to1_5bit(.Sw (RegDst), .A (Instruction[20:16]), .B (Instruction[15:11]), .Z (WriteRegAdr));
Register MyRegister(.RegWrite (RegWrite), .ReadReg1 (Instruction[25:21]), .ReadReg2 (Instruction[20:16]), .ReadData1 (ReadData1), .ReadData2 (ReadData2), .WriteReg (WriteRegAdr), .WriteData (WriteDataReg), .clk (clk));
SignExtend MySignExtend(.X(Instruction[15:0]),.Y(SignExtendedOffset));
MUX2to1_32bit MyMUX2to1_32bit1(.Sw(ALUSrc),.A(ReadData2),.B(SignExtendedOffset),.Z(ALUIn2));
ALUControl MyALUControl(.ALUOp(ALUOp),.FieldFunc(Instruction[5:0]),.ALUConInput(ALUConInput));
ALU MyALU(.ALUControl(ALUConInput),.A(ReadData1),.B(ALUIn2),.ALUResult(ALUResult),.ZeroALU(ZeroALU));
DataMemory MyDataMemory(.clk(clk) ,.MemReadEn(MemRead),.MemWriteEn(MemWrite),.MemAccessAdr(ALUResult),.MemWriteData(ReadData2),.MemReadData(MemReadData));
MUX2to1_32bit MyMUX2to1_32bit2(.Sw(MemtoReg),.A(ALUResult),.B(MemReadData),.Z(WriteDataReg));
PCUpdateBLock MyPCUpdateBLock(.currentPC (currentPC),.InsOffset (Instruction[25:0]),.zeroALU (ZeroALU),.ConBeq (BrEq),.ConBneq(BrNeq),.ConJump (Jump),.nextPC (nextPC));
ProgCount MyProgCount(.clk(clk),.Reset(Reset),.iPC(nextPC),.oPC(currentPC));
endmodule
module MUX2to1_5bit(Sw,A,B,Z);
input [4:0]A,B;
input Sw;
output reg [4:0]Z;
always@(*)
	if(Sw) Z<=B;
	else Z<=A;
endmodule
module MUX2to1_32bit(Sw,A,B,Z);
input [31:0]A,B;
input Sw;
output reg [31:0]Z;
always@(*)
	if(Sw) Z<=B;
	else Z<=A;
endmodule
module SignExtend(X,Y); 
input [15:0]X;
wire [15:0]T;
output wire [31:0]Y;
assign T={16{X[15]}};
assign Y={T,X};
endmodule
module MainControl(Op,RegDst,ALUSrc,MemtoReg,RegWrite,MemRead,MemWrite,BrEq,BrNeq,ALUOp,Jump);
input [5:0]Op;
output reg RegDst,ALUSrc,MemtoReg,RegWrite,MemRead,MemWrite,BrEq,BrNeq,Jump;
output reg [1:0]ALUOp;
parameter   RformatOp=6'b000000,
			LoadOp=6'b100011,
			StoreOp=6'b101011,
			BeqOp=6'b000100,
			BneqOp=6'b000110,
			JumpOp=6'b100110,
			AddiOp=6'b101000;
always@(Op)
	case(Op)
		RformatOp:begin  
					RegDst=1'b1;
					ALUSrc=1'b0;
					MemtoReg=1'b0;
					RegWrite=1'b1;
					MemRead=1'b0;
					MemWrite=1'b0;
					BrEq=1'b0;
					BrNeq=1'b0;
					ALUOp=2'b10;
					Jump=1'b0;
					end
		LoadOp:   begin  
					RegDst=1'b0;
					ALUSrc=1'b1;
					MemtoReg=1'b1;
					RegWrite=1'b1;
					MemRead=1'b1;
					MemWrite=1'b0;
					BrEq=1'b0;
					BrNeq=1'b0;
					ALUOp=2'b00;
					Jump=1'b0;
					end
		StoreOp:  begin  
					RegDst=1'b0;
					ALUSrc=1'b1;
					MemtoReg=1'b0;
					RegWrite=1'b0;
					MemRead=1'b0;
					MemWrite=1'b1;
					BrEq=1'b0;
					BrNeq=1'b0;
					ALUOp=2'b00;
					Jump=1'b0;
					end				
		BeqOp:    begin  
					RegDst=1'b0;
					ALUSrc=1'b0;
					MemtoReg=1'b0;
					RegWrite=1'b0;
					MemRead=1'b0;
					MemWrite=1'b0;
					BrEq=1'b1;
					BrNeq=1'b0;
					ALUOp=2'b01; 
					Jump=1'b0;
					end
		BneqOp:   begin  
					RegDst=1'b0;
					ALUSrc=1'b0;
					MemtoReg=1'b0;
					RegWrite=1'b0;
					MemRead=1'b0;
					MemWrite=1'b0;
					BrEq=1'b0;
					BrNeq=1'b1;
					ALUOp=2'b01; 
					Jump=1'b0;
					end	
		JumpOp:   begin  
					RegDst=1'b0;
					ALUSrc=1'b0;
					MemtoReg=1'b0;
					RegWrite=1'b0;
					MemRead=1'b0;
					MemWrite=1'b0;
					BrEq=1'b0;
					BrNeq=1'b0;
					ALUOp=2'b00;
					Jump=1'b1;
					end
		AddiOp:   begin  
					RegDst=1'b0;
					ALUSrc=1'b1;
					MemtoReg=1'b0;
					RegWrite=1'b1;
					MemRead=1'b0;
					MemWrite=1'b0;
					BrEq=1'b0;
					BrNeq=1'b0;
					ALUOp=2'b00; 
					Jump=1'b0;
					end
	endcase
endmodule
module ALUControl(ALUOp,FieldFunc,ALUConInput);
input [1:0]ALUOp;
input [5:0]FieldFunc;
output reg [3:0]ALUConInput;
always@(ALUOp,FieldFunc)
	case(ALUOp)
		2'b00:ALUConInput=4'b0010;
		2'b01:ALUConInput=4'b0110;
		2'b10: case(FieldFunc)
					6'b100000:ALUConInput=4'b0010; 
					6'b100010:ALUConInput=4'b0110; 
					6'b100100:ALUConInput=4'b0000; 
					6'b100101:ALUConInput=4'b0001; 
					6'b101010:ALUConInput=4'b0111; 
			   endcase
	endcase
endmodule	
module Instr_Mem(PC,Instruction);  
      input [31:0] PC;  
      output wire [31:0] Instruction; 
      wire [4 : 0] rom_addr = PC[6 : 2];   
      reg [31:0] rom[31:0];    
      initial  
		  begin  
					rom[0] = 32'd0;
		            rom[1] = 32'b10100001001010010000000000000000;   
		            rom[2] = 32'b10100001010010100000000000000001;   
		            rom[3] = 32'b10100001011010110000000000000000;   
		            rom[4] = 32'b10100001100011000000000000010100;   
		            rom[5] = 32'b00000001001010101000100000100000;   
		            rom[6] = 32'b10100001010010010000000000000000;   
		            rom[7] = 32'b10100010001010100000000000000000;   
		            rom[8] = 32'b10100001011010110000000000000010;   
			        rom[9] = 32'b00010001100010110000000000000001;   
			        rom[10] = 32'b10011000000000000000000000000101;   
			        rom[11] = 32'b10101101100100010000000000000101;  
			        rom[12] = 32'b00000001100100011001000000101010;  
		            rom[13] = 32'd0;  
		            rom[14] = 32'd0;  
		            rom[15] = 32'd0;  
		            rom[16] = 32'd0;
					rom[17] = 32'd0;  
		            rom[18] = 32'd0;  
		            rom[19] = 32'd0;  
		            rom[20] = 32'd0;  
		            rom[21] = 32'd0;  
		            rom[22] = 32'd0; 
		            rom[23] = 32'd0;  
		            rom[24] = 32'd0;  
		            rom[25] = 32'd0;  
		            rom[26] = 32'd0;  
		            rom[27] = 32'd0;  
		            rom[28] = 32'd0;  
		            rom[29] = 32'd0;  
		            rom[30] = 32'd0;  
		            rom[31] = 32'd0;  
      	end  
      	assign Instruction = (PC[31:0] < 125 )? rom[rom_addr]: 32'd0; 
 endmodule  
module ALU(ALUControl, A, B, ALUResult, ZeroALU);
	input   [3:0]   ALUControl;  
	input   [31:0]  A, B;	     
	output  reg [31:0]  ALUResult;	 
	output  ZeroALU;	    	
    always @(ALUControl,A,B)
    begin
		case (ALUControl)
				0:  
					ALUResult <= A & B;
				1:  
					ALUResult <= A | B;
				2:  
					ALUResult <= A + B;
				3:  
					ALUResult <= ~(A | B);
				6:  
					ALUResult <= A - B;
				7:   
					    ALUResult <= A<B ? 1:0;
			default : ALUResult <= 0; 
		endcase
     end
assign ZeroALU = (ALUResult == 0); 
endmodule
module DataMemory(clk, MemReadEn,MemWriteEn,MemAccessAdr,MemWriteData,MemReadData);
	  input clk, MemReadEn, MemWriteEn;   
      input [31:0] MemAccessAdr,MemWriteData;  
      output reg [31:0] MemReadData;
      integer i;  
      reg [31:0] DataMemory [31:0];  
      wire [4 : 0] DataMemory_addr = MemAccessAdr[6 : 2];   
      initial begin  
           for(i=0;i<32;i=i+1)  
                DataMemory[i] <= 32'd0;  
      end  
      always @(posedge clk) begin  
           if (MemWriteEn)  DataMemory[DataMemory_addr] <= MemWriteData; 
           MemReadData <= (MemReadEn==1'b1) ? DataMemory[DataMemory_addr]:32'd0;
      end  
 endmodule
module PCUpdateBLock(currentPC,InsOffset,zeroALU,ConBeq,ConBneq,ConJump,nextPC);
input [31:0]currentPC;  
input [25:0]InsOffset;  
input zeroALU,ConBeq,ConBneq,ConJump;  
output reg [31:0]nextPC;  
wire [31:0]BOffsetExtnd;  
SignExtend Boffset(.X(InsOffset[15:0]),.Y(BOffsetExtnd)); 
wire k;
assign k=(zeroALU & ConBeq)||(~zeroALU & ConBneq); 
always@(currentPC,InsOffset,zeroALU,ConBeq,ConBneq,ConJump)  
	begin
	nextPC=currentPC+32'h4;
	if(k) 
		nextPC=nextPC+{BOffsetExtnd[29:0],2'b00};
	if(ConJump) 
		nextPC={nextPC[31:28],InsOffset,2'b00};
	end
endmodule
module ProgCount(clk,Reset,iPC,oPC);
input clk;
input Reset;
input [31:0]iPC;  
output reg[31:0]oPC;  
always@(posedge clk)
	if(Reset==0) oPC<=32'h0;
	else oPC<=iPC;
endmodule
module Register(RegWrite,ReadReg1,ReadReg2,ReadData1,ReadData2,WriteReg,WriteData,clk);
input RegWrite;  	 
input [4:0] ReadReg1;	 
input [4:0] ReadReg2;	 
input [4:0] WriteReg;	 
input [31:0] WriteData;	 
input clk;
output wire [31:0] ReadData1;	 
output wire [31:0] ReadData2;	 
reg [31:0] RF [31:0]; 
initial 
	begin
		RF[0] = 32'h0;	 
        RF[1] = 32'h0;	
        RF[2] = 32'h0;
        RF[3] = 32'h0;
        RF[4] = 32'h0;
        RF[5] = 32'h0;
        RF[6] = 32'h0;
        RF[7] = 32'h0;
        RF[8] = 32'h0;
        RF[9] = 32'h0;
        RF[10] = 32'h0;
        RF[11] = 32'h0;
        RF[12] = 32'h0;
        RF[13] = 32'h0;
        RF[14] = 32'h0;
        RF[15] = 32'h0;
        RF[16] = 32'h0;
        RF[17] = 32'h0;
        RF[18] = 32'h0;
        RF[19] = 32'h0;
        RF[20] = 32'h0;
        RF[21] = 32'h0;
        RF[22] = 32'h0;
        RF[23] = 32'h0;
        RF[24] = 32'h0;
        RF[25] = 32'h0;
        RF[26] = 32'h0;
        RF[27] = 32'h0;
        RF[28] = 32'h0;
        RF[29] = 32'h0;
        RF[30] = 32'h0;
        RF[31] = 32'h0;
	end
		assign ReadData1 = RF[ReadReg1];
		assign ReadData2 = RF[ReadReg2];
	always@ (posedge clk)
	begin
		if(RegWrite==1'b1)		
		 RF[WriteReg] <= WriteData;
	end
endmodule
```
**./run.sh**
```bash
#!/bin/bash
# OpenROAD 26Q1-2900-gdf79404cd8, Yosys 0.63+post, stock flow scripts
make -C /OpenROAD-flow-scripts/flow DESIGN_CONFIG=/design/flow/config.mk WORK_HOME=/design/flow/orfs finish
```
**./config.mk**
```make
export PLATFORM = sky130hd
export DESIGN_NAME = MIPS
export DESIGN_NICKNAME = MIPS
export VERILOG_FILES = /design/flow/design.v
export SDC_FILE = /design/flow/constraint.sdc
export NUM_CORES = 4
export LEC_CHECK = 1
export CORE_UTILIZATION = 30
export SYNTH_HDL_FRONTEND = slang
```
**./constraint.sdc**
```tcl
current_design MIPS

set clk_period 80.5
set clk_io_pct 0.2

create_clock -name clk0 -period $clk_period [get_ports {clk}]

set non_clock_inputs [all_inputs -no_clocks]
set_input_delay [expr $clk_period * $clk_io_pct] -clock clk0 $non_clock_inputs
set_output_delay [expr $clk_period * $clk_io_pct] -clock clk0 [all_outputs]
```
==> flow.log <==
[report] implementation figures
[metrics] yosys warning tally: 0
[metrics] unrepaired setup endpoints after global routing: false
[metrics] ranking of synthesized cells by area: edfxtp_1 61%, mux4_2 6.2%, nand2_1 4.8%
[metrics] clock root buffer master: clkbuf_16
[metrics] die height: 581 um
[metrics] Worst setup endpoint: ALUResult[29]
[metrics] area grow syn2layout: 13.6%
[metrics] total iterations of the first detailed-routing run: 8
[metrics] DRC Markers: 0
[metrics] Final HPWL DP: 203 mm
[metrics] area used by sequential logic in the layout: 63400 um2
[metrics] Async SR Flop Fraction: 0%
[metrics] worst max-slew margin expressed relative to the limit: 19.6%
[metrics] CTS clk-pin slew, worst paths: 0.06 ns
[metrics] category of the most critical setup path: reg -> out
[metrics] worst-margin pin slew: 1.19 ns
[metrics] Iteration-0 DRC Markers: 5385
[metrics] Port Buffer Count: 33
[metrics] Wirelength per Cell: 27.8 um
[metrics] H-tree levels: 4
[metrics] hold path startpoint: MyProgCount.oPC[10]
[metrics] Combinational Area: 35200 um2
[metrics] worst min-delay path class: reg -> reg
[metrics] utilization after layout: 34.2%
[metrics] Commonest cells post-synth: 2048 x edfxtp_1, 1294 x nand2_1, 446 x clkbuf_1
[metrics] Yosys top cell by area: edfxtp_1
[metrics] R2R depth: 40
[metrics] crit path launch type: register
[metrics] maximum net fanout on the critical path: around 100
[metrics] final clock skew: 0.0667 ns
[metrics] post-CTS setup buffer count: 0
[metrics] Log Warnings: 122
[metrics] I/O pin count: 34
[metrics] mapped cell area: 101000 um2
[metrics] detailed-route wire length: between 300 and 400 mm
[metrics] share of final-layout standard cells stronger than drive strength 1: 13.8%
[metrics] most common cell in the netlist: edfxtp_1
[metrics] clock tree from TritonCTS: built
[metrics] # Cells Yosys: 7845
[metrics] setup tns final: 0 ns
[metrics] worst hold path cell count: 2
[metrics] flip-flops with a built-in enable: 2048
[metrics] Slew Viols, Final: 0
[metrics] horizontal die dimension: between 500 and 600 um
[metrics] clock period minus worst slack: 26.65 ns
[metrics] Detail Route Antenna Nets: 0
[metrics] source of the worst register-to-register timing path: MyProgCount.oPC[20]
[metrics] status: finished clean
[metrics] Flops after synth: 2144
[metrics] Bufs on Longest Clock Path: 3
[metrics] vias after detailed routing: 69500
[metrics] antenna violations before repair: 7
[metrics] Synth Area per Inst: about 13 um2
[metrics] worst skew pair latency: about 0.90 ns
[metrics] fmax: 37.5 MHz
[metrics] crit end category: output pin
[metrics] first element of the critical path: MyProgCount.oPC[20]
[metrics] CP arrival: 10.55 ns
[metrics] unique cell type count in the Yosys netlist: 111
[metrics] max-cap check violation count: 0
[metrics] via/cell ratio: 5.63
[metrics] final setup fails: 0
[metrics] final tally of hold violations: 0
[metrics] flop2flop setup slack: slightly below 70 ns
[metrics] CTS Buf Count: 215
[metrics] largest net degree at the start of global routing: between 100 and 150
[metrics] vias in the first global route: 72400
[metrics] required time of the worst setup path: 64.40 ns
[metrics] final critical-path share of the clock period: around a third
[metrics] layout filler cell count: roughly 31000
[metrics] post-synthesis chip area from yosys: approximately 100000 um2
[metrics] register pins left without a clock: 13
[metrics] placeable core region: roughly 330000 um2
[metrics] All-Layer GR Usage: 21.3%
[metrics] count of endpoints without a timing constraint: 13
[metrics] cts repair resizes: 0
[metrics] GPL Wtd Cong: a little over 0.9
[metrics] first-pass GRT wire length: 496 mm
[metrics] total overflow reported by the global router: 0
[metrics] Synth Flop Type: edfxtp_1
[metrics] instance count of the mapped netlist: 7845
[metrics] area fraction of the dominant cell type after synthesis: between 60% and 70%
[metrics] fraction of the core area occupied by cells at floorplan: 30.2%
[metrics] area of the die: roughly 340000 um2
[metrics] Post-CTS Hold Buffers: 0
[metrics] row count: ~210
-- cells in the final DEF, fill, tap and decap left out, types with 101 or more instances in the layout --
cell type  count
nand3_1      346
nor2_1       311
a211oi_1     229
inv_1        137
and3_1       126
a31oi_1      101
ha_1         141
a221oi_1     199
buf_4        282
o21ai_0      185
nor3_1       146
mux4_2       277
nand2_1     1285
a21oi_1      373
edfxtp_1    2048
mux2i_1      218
a311oi_1     160
clkbuf_16    218
-- final cells by class --
type / count / area share, %
diodes: 3 / 0.00657
clock buffers: 289 / 5.16
clock inverters: 108 / 1.06
inverters: 144 / 0.494
multi-input cells: 4955 / 30.8
flip-flops and latches: 2144 / 55.4
well taps: 4387 / 4.80
repair buffers: 322 / 2.26
-- metrics by stage --
stage | cell area (um2) | instances | hold slack, ns | setup slack [ns]
after floorplan | 101000 | 7845 | 0.577 | 57.77
after global placement | 107000 | 12000 | 0.602 | 54.96
after detailed placement | 107000 | 12000 | 0.639 | 54.83
after CTS | 114000 | 12300 | 0.652 | 53.86
after global routing | 114000 | 12300 | 0.677 | 53.43
final | 114000 | 12400 | 0.660 | 53.85
-- how the worst min path moves through the flow --
| stage | to | slack [ns] |
|---|---|---|
| CTS | MyProgCount.oPC[10] | 0.65 |
| global route | MyProgCount.oPC[10] | 0.68 |
| finish | MyProgCount.oPC[10] | 0.66 |
-- critical path, stage by stage (launching register included) --
cell             delay [ns]
dfxtp_1                0.33
nor4_1                 0.38
nand4_1                0.26
nor2_4                 0.61
buf_4                  0.54
nand2_4                0.13
inv_8                  0.38
buf_4                  0.64
buf_12                 0.56
a221oi_1               0.12
nor3_1                 0.30
a211oi_1               0.11
nor3_1                 0.67
a31oi_1                0.15
inv_1                  0.14
buf_4                  0.36
nand2_1                0.19
ha_1                   0.62
nand4_1                0.21
a2111o_1               0.43
a21oi_1                0.40
nor3_1                 0.13
o211ai_1               0.25
mux2_2                 0.36
a211oi_1               0.38
inv_1                  0.38
clkdlybuf4s50_1        0.52
-- per-layer routing --
layer	part of all wire [%]	track usage, %	wire length (um)	vias up
met5	0.065	0.737	223	-
met4	5.1	8.50	17700	13
met3	16	15.2	55700	911
met2	46	32.4	158000	4657
met1	33	22.7	112000	33700
li1	-	-	-	30200
-- logic make-up (layout without fill, tap and decap cells) --
group	count (synthesis)	after routing	share of synthesized area [%]
simple gates	2520	2520	11.1
flops	2131	2131	62.8
compound gates	1650	1650	11.5
buf+inv	746	863	2.86
mux	553	553	9.03
fa+ha+maj	144	144	1.81
xor+xnor	88	88	0.766
latches	13	13	0.194
other cells	0	3	0
-- sequential cells by signal (all words and copies together) (netlist names), named ones only --
name                      cells
MyDataMemory.DataMemory    1024
MyDataMemory.MemReadData     32
MyMainControl.MemWrite        1
MyALUControl.ALUConInput      3
MyRegister.RF              1024
MyMainControl.ALUOp           2
MyMainControl.BrNeq           1
MyProgCount.oPC              30
MyMainControl.BrEq            1
MyMainControl.RegWrite        1
MyMainControl.ALUSrc          1
MyMainControl.MemRead         1
MyMainControl.RegDst          1
MyMainControl.Jump            1
